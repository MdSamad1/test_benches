**design.v**
```verilog
module syn_fifo03 #(parameter DEPTH=8, DATA_WIDTH=8) (
  input clk, rst_n,
  input w_en, r_en,
  input [DATA_WIDTH-1:0] data_in,
  output reg [DATA_WIDTH-1:0] data_out,
  output full, empty
);
  reg [$clog2(DEPTH)-1:0] w_ptr, r_ptr;
  reg [DATA_WIDTH-1:0] fifo[DEPTH];
  reg [$clog2(DEPTH)-1:0] count;
  always@(posedge clk) begin
    if(!rst_n) begin
      w_ptr <= 0; r_ptr <= 0;
      data_out <= 0;
      count <= 0;
    end
    else begin
      case({w_en,r_en})
        2'b00, 2'b11: count <= count;
        2'b01: count <= count - 1'b1;
        2'b10: count <= count + 1'b1;
      endcase
    end
  end
  always@(posedge clk) begin
    if(w_en & !full)begin
      fifo[w_ptr] <= data_in;
      w_ptr <= w_ptr + 1;
    end
  end
  always@(posedge clk) begin
    if(r_en & !empty) begin
      data_out <= fifo[r_ptr];
      r_ptr <= r_ptr + 1;
    end
  end
  assign full = (count == DEPTH);
  assign empty = (count == 0);
endmodule
```
**run.sh**
```bash
#!/bin/bash
# OpenROAD 26Q1-2900-gdf79404cd8, Yosys 0.63+post, stock flow scripts
make -C /OpenROAD-flow-scripts/flow DESIGN_CONFIG=/design/flow/config.mk WORK_HOME=/design/flow/orfs finish
```
**config.mk**
```make
export PLATFORM = sky130hd
export DESIGN_NAME = syn_fifo03
export DESIGN_NICKNAME = syn_fifo03
export VERILOG_FILES = /design/flow/design.v
export SDC_FILE = /design/flow/constraint.sdc
export NUM_CORES = 4
export LEC_CHECK = 1
export CORE_AREA = 10 10 70 70
export DIE_AREA = 0 0 80 80
```
**constraint.sdc**
```tcl
current_design syn_fifo03

set clk_period 1.6
set clk_io_pct 0.2

create_clock -name clk0 -period $clk_period [get_ports {clk}]

set non_clock_inputs [all_inputs -no_clocks]
set_input_delay [expr $clk_period * $clk_io_pct] -clock clk0 $non_clock_inputs
set_output_delay [expr $clk_period * $clk_io_pct] -clock clk0 [all_outputs]
```
==> changes_impl.md <==
### Physical design

* Syn Inst Count at 26
* OpenROAD warning count at 33
* Hold path startpoint: count[2]
* Largest net degree at the start of global routing at 4
* Critical path class: primary input to flop
* # port buffers at 4
* Top Layout Cells: conb_1 (9), buf_4 (4), clkbuf_4 (3), dfxtp_1 (3), clkdlybuf4s50_1 (2)
* Power per cell area at between 800 and 900 nW/um^2
* Crit path max-delay cell type: fa_2
* CP max FO at 2
* Vias at approximately 170
* Initial antenna violation count at 0
* # rows at 21
* Leakage at 0.000153 uW
* Outcome: completed
* Synth cell types at 15
* Fin worst setup slack at 0.0652 ns
* Fillers at between 400 and 500
* Layout cell share with drive strength beyond 1 at 0.324
* Drt pass-1 iters at 2
* Core area at around 3400 um^2
* Final WL at 456 um
* Residual DRC at 0
* Bufs and invs on worst path at 2
* Worst-path clk slew at 0.03 ns
* Met3 Use GR at 0.00682
* Setup Skew at approximately 0.0031 ns
* CTS tree: built
* H-tree Lvls at 1
* Reg area at ~60 um^2
* Area Growth Syn to Fin at 51.6%
* Busiest grt layer: met2
* Die W at 80 um
* Class of the worst hold path: flop to flop
* Chip Area at 6400 um^2
* Max reg flops at 3
* ANT cells at 0
* Met2 Use GR at 0.0209
* CP top delay family: adder cells
* All-Layer GR Usage at 0.0141
* Post-route ant nets at 0
* DP Cell Count at 77
* Most flops, register: count
* Worst-Skew Late Latency at ~0.23 ns
* Yosys reg bits at 3
* MI comb area at 140 um^2
* Synth Seq Share at 0.255
* RSZ-0062 raised after global routing: no
* Crit-path cells: clkdlybuf4s15_1 -> ha_2 -> inv_2 -> fa_2 -> xor2_1 -> or3_1 -> a21boi_1
* Final tally of hold violations at 0
* Worst r2r src: count[0]
* Initial DRC Count at 1
* Setup violators final at 0
* Initial Util at 0.0689
* Final HPWL DP at 389 um
* Via density at just over 2
* Vias in the first global route at 187
* CP Data Arrival Time at 1.69 ns
* RD Place Congestion at 0.629
* VDD IR max at 0.000163 V
* Min Tclk post-route at 1.53 ns
* Worst Setup Start Kind: primary input
* Die Ht at 80 um
* Most numerous logic cell after layout: conb_1
* Drt wl/cell at 5.49 um
* Root Buffer Master: clkbuf_4
* Sink Count at 3
* Worst setup path start: w_en
* Met1 Track Usage GR at 0.0180
* GRT Residual Overflow at 0
* Syn Std Cell Area at 235 um^2
* Cell Count, Final, Fillers Out at 83
* Max Clk Rate at 0.652 GHz
* Slew Viols, Final at 0
* Synth warnings at 23
* Crit end category: flop
* CTS Buf Count at 3
* Max stage delay on crit path at 0.34 ns
* Placement Setup Slack at -0.470 ns
* First-pass GRT wire length at 772 um
* Longest Clk Path Bufs at 2
* I/O Pins at 22
* Max-Cap Viols at 0
* Worst endpoint required time at 1.75 ns
* # Cells Yosys at 26
* Crit share post-route at 0.959
* Yosys stat area at 235 um^2
* Synth Area per Inst at between 9 and 10 um^2
* Top Registers: count x3
layout make-up:
class                           count  area share
Clock buffer                        4      0.0737
Inverter                            2      0.0211
Timing Repair Buffer                8       0.182
Multi-Input combinational cell     20       0.393
Tap cell                           46       0.161
Sequential cell                     3       0.168
worst paths after layout:
check / endpoint / cells past startpoint / slack (ns)
worst max register to register: count[2] / 4 / 0.17
worst min register to register: count[2] / 2 / 0.51
worst max-delay path: count[2] / 7 / 0.07
worst min-delay path: count[2] / 2 / 0.51
layer usage:
metal | vias to the layer above | part of all wire
li1 | 85 | -
met1 | 78 | 0.41
met2 | 6 | 0.54
met3 | 0 | 0.048
met4 | 0 | 0
met5 | - | 0
logic make-up after synthesis:
group,count (synthesis),synth area share
buf+inv,11,0.319
simple gates,4,0.101
flops,3,0.255
fa+ha+maj,2,0.138
compound gates,2,0.0532
xor+xnor,2,0.0745
other cells,1,0.0159
mux,1,0.0426
worst register-to-register path, cell delays in order, from the launching register on:
cell and delay, ns:
dfxtp_1 0.34, fa_2 0.39, xor2_1 0.17, or3_1 0.31, a21boi_1 0.15
cells in the mapped netlist:
cell / number / area, um^2
dfxtp_1: 3 / 60.1
mux2i_1: 1 / 10.0
nor2b_1: 1 / 6.26
xor2_1: 1 / 8.76
xnor2_1: 1 / 8.76
conb_1: 1 / 3.75
ha_1: 1 / 12.5
a21boi_1: 1 / 7.51
fa_1: 1 / 20.0
buf_4: 9 / 67.6
or3_1: 1 / 6.26
nor3_1: 1 / 5.00
o21ai_0: 1 / 5.00
inv_1: 2 / 7.51
and2_1: 1 / 6.26
power by group:
part	leakage, uW	switching (uW)	internal [uW]	total [uW]
logic	0.000113	30.0	58.0	88.0
clock network	0.0000150	34.2	93.1	127
registers	0.0000249	14.8	89.2	104
total	0.000153	79.0	240	319
metrics by stage:
stage | hold slack (ns) | utilization | setup TNS, ns | total power [uW] | cell area [um^2]
global route | 0.546 | 0.104 | 0 | 349 | 357
global placement | 0.476 | 0.0908 | -0.635 | 185 | 310
detailed placement | 0.492 | 0.0908 | -0.692 | 186 | 310
CTS | 0.501 | 0.101 | 0 | 323 | 344
finish | 0.506 | 0.104 | 0 | 319 | 357
floorplan | 0.442 | - | 0 | 161 | 265
what timing repair did:
| action | 4_1_cts | 5_1_grt |
|---|---|---|
| pin swaps | 5 | 3 |
| hold buffers | 0 | 0 |
| setup endpoints to repair | 1 | 2 |
| gates resized | 8 | 1 |
| setup buffers | 1 | 1 |
Power figures rest on the tool's default switching activity, not on a simulated workload.
