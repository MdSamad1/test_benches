[flow/run.sh]
#!/bin/bash
# OpenROAD 26Q1-2900-gdf79404cd8, Yosys 0.63+post, stock flow scripts
make -C /OpenROAD-flow-scripts/flow DESIGN_CONFIG=/design/flow/config.mk WORK_HOME=/design/flow/orfs finish
[flow/constraint.sdc]
current_design moore_o_1010

set clk_period 1.5
set clk_io_pct 0.2

create_clock -name clk0 -period $clk_period [get_ports {clk}]

set non_clock_inputs [all_inputs -no_clocks]
set_input_delay [expr $clk_period * $clk_io_pct] -clock clk0 $non_clock_inputs
set_output_delay [expr $clk_period * $clk_io_pct] -clock clk0 [all_outputs]
[flow/config.mk]
export PLATFORM = sky130hd
export DESIGN_NAME = moore_o_1010
export DESIGN_NICKNAME = moore_o_1010
export VERILOG_FILES = /design/flow/design.v
export SDC_FILE = /design/flow/constraint.sdc
export NUM_CORES = 4
export LEC_CHECK = 1
export CORE_AREA = 10 10 70 70
export DIE_AREA = 0 0 80 80
[flow/design.v]
module moore_o_1010(
        input logic in,
        input logic clk, 
        input logic rst_n, 
        output logic out
);
        parameter S0 = 3'b001;
        parameter S1 = 3'b010;
        parameter S2 = 3'b011;
        parameter S3 = 3'b100;
        parameter S4 = 3'b101;  
        logic [3:0] p_state, n_state;
        always @(posedge clk or negedge rst_n) begin
        if(!rst_n) begin 
            p_state <= S0;
        end
        else 
            p_state <= n_state;
        end
        always @(p_state or in) begin
         case(p_state)
            S0: begin
            if(in == 0) n_state = S0;
            else        n_state = S1;
            end
            S1: begin
            if(in == 0) n_state = S2;
            else        n_state = S1;
            end
            S2: begin
            if(in == 0) n_state = S0;
            else        n_state = S3;
            end
            S3: begin
            if(in == 0) n_state = S4;
            else        n_state = S1;
            end
            S4: begin
            if(in == 0) n_state = S0;
            else        n_state = S3;
            end
            default:    n_state = S0;
        endcase
        end
        always@(p_state) begin
         case(p_state)
            S0 :      out = 0;
            S1 :      out = 0;
            S2 :      out = 0;
            S3 :      out = 0;
            S4 :      out = 1;
            default : out = 0;
        endcase
        end
endmodule
==> results_dict.tcl <==
# yosys + openroad results
set metrics [dict create \
    numCtsBuffers 3 \
    grt_pass1_wl_um 545 \
    ys_area_um2 164 \
    port_buffers 3 \
    critPathSlowestCell "clkdlybuf4s50_1" \
    grt.total_usage_pct 1.28 \
    clk_latency_ns 0.24 \
    final_cells 65 \
    fp_util_pct 4.80 \
    fin_skew_ns 0.00383 \
    cts_sinks 5 \
    p_leak_nw 0.104 \
    grt_pass1_vias 119 \
    critPathCaptureType "output pin" \
    powerDensity_nw_per_um2 1160 \
    grt_max_degree 6 \
    wl_per_cell_um 4.89 \
    dr.pass1.iters 2 \
    layout_min_cycle_time_ns 1.37 \
    status "complete, no violations" \
    fp.dieH_um 80 \
    gp_congestion 0.646 \
    top_area_share_pct 61.1 \
    synth_area_per_cell_um2 14.9 \
    largest-register "p_state" \
    cts_resized 0 \
    ys.warnings.count 1 \
    crit_type "reg -> out" \
    largest_reg_flops 5 \
    synthToLayoutAreaGrowth_pct 71.0 \
    antenna_found_initial 1 \
    synth_area_um2 164 \
    via_count 104 \
    clk_pin_slew_ns 0.04 \
    log.warning_count 25 \
    synth-seq-area-share_pct 77.1 \
    top_cells_by_area "dfrtp_1 (61%), dfstp_2 (16%), nor2b_1 (7.6%)" \
    start_kind "register" \
    io_pins 4 \
    pre_cts_slack_ns 0.375 \
    drt_wl_total_um 318 \
    n_fill_cell 406 \
    slew_violations 0 \
    reg.largest.list "p_state: 5 flops" \
    crit_fanout 3 \
    grt-ovfl-total 0 \
    core_area_um2 3420 \
    yosys.area.top_type "dfrtp_1" \
    postSynthCellCount 11 \
    max_freq_mhz 730 \
    ys.flops 5 \
    clockBufferDepth 2 \
    rsz0062_at_grt "false" \
    finalHoldViolCount 0 \
    yosys_cells 11 \
    drive_above_1_share_pct 22.2 \
    ir_worst_vdd_mv 0.154 \
    drt_iter0_markers 3 \
    die_w_um 80 \
    maxCapViolCount 0 \
    setup_ws_ns 0.130 \
    placedInstanceArea_um2 251 \
    setup_viol 0 \
    crit_path_cell_trace "clkdlybuf4s50_1" \
    critPathArrivalTime_ns 1.07 \
    ant_nets 0 \
    vias_per_cell 1.60 \
    hold_class "in -> async" \
    hpwl_um 245 \
    root_buffer "clkbuf_4" \
    worst_pin_slew_ns 0.222 \
    fin_tns_setup_ns 0 \
    cts_tree "done" \
    fp-row-count 21 \
    slew_headroom_pct 85.2 \
    slowest_delay_ns 0.47 \
    dp_cells 60 \
    postCtsHoldBufs 0 \
    die-area_um2 6400 \
    drcViolationCount 0 \
    critPathTopFamily "buffers and inverters" \
    required_ns 1.20 \
    h-tree-depth 1 \
    cts_setup_buffers 0 \
    finalInstanceArea_um2 280 \
    path_buffers 1 \
    finalPower_mw 0.326 \
    synth_cell_types 7 \
    finalCritPeriodShare_pct 91.3 \
]
## synthesized netlist by cell type
cell and n:
dfstp_2 1, nor2_1 1, o21a_1 1, o31a_1 1, nor2b_1 2, nor3_1 1, dfrtp_1 4
## cells in the final DEF, fill, tap and decap left out, drive strengths merged
master         n
o31a           1
clkbuf         4
diode          1
clkdlybuf4s50  3
dfstp          1
dfrtp          4
o21a           1
nor2b          2
nor2           1
nor3           1
## cells by family after synthesis
| group | synth area share [%] |
|---|---|
| DFF | 77.1 |
| and+or+nand+nor | 13.0 |
| AOI/OAI and AO/OA | 9.93 |
## path summary, 6_finish.rpt
check | start | end | slack, ns | depth (start not counted)
min | rst_n | p_state[3] | 0.28 | 1
min in group clk0 | p_state[4] | p_state[1] | 0.49 | 1
max in group asynchronous | rst_n | p_state[0] | 0.97 | 1
min reg2reg | p_state[4] | p_state[1] | 0.49 | 1
max reg2reg | p_state[1] | p_state[2] | 0.72 | 1
max | p_state[3] | out | 0.13 | 1
## routing by layer
| layer | track usage [%] | vias to the layer above | routed length [um] |
|---|---|---|---|
| met3 | 2.39 | 0 | 85 |
| met1 | 1.34 | 46 | 151 |
| met2 | 1.04 | 6 | 81 |
| met4 | 0.176 | 0 | 0 |
| met5 | 0 | - | 0 |
| li1 | - | 52 | - |
## where the power goes
group	switching, mW	internal, mW
Clock	0.0541	0.101
Combinational	0.00776	0.0123
Sequential	0.00487	0.146
## per-stage QoR
step,util (%),hold WS [ns]
floorplan,-,0.00441
global placement,7.36,0.464
detailed placement,7.36,0.476
CTS,8.13,0.277
global route,8.21,0.290
finish,8.21,0.275
## cell type report
class                      count  area, um^2  share of cell area, %
antenna                        1        2.50                  0.893
clock buffer                   4        26.3                   9.37
multi-input combinational      6        37.5                   13.4
sequential                     5         126                   45.1
tap                           46        57.6                   20.5
timing repair buffer           3        30.0                   10.7
Power is estimated from default activity; no workload was simulated.
